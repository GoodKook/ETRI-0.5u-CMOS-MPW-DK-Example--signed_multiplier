`flow/design.v`:
```
module signed_mult8_wrapper(Din_emu, Dout_emu, Addr_emu, load_emu, get_emu, clk_emu, clk_dut);
    input  [7:0]    Din_emu;
    output [7:0]    Dout_emu;
    input  [2:0]    Addr_emu;
    input           load_emu, get_emu, clk_emu;
    input           clk_dut;
    parameter   NUM_STIM_ARRAY  = 2,
                NUM_OUT_ARRAY   = 2;
    reg [7:0]   stimIn[0:NUM_STIM_ARRAY-1];
    reg [7:0]   vectOut[0:NUM_OUT_ARRAY-1];
    reg [7:0]   Dout_emu;
    reg         ABSel;
    reg [ 7:0]  ABin;
    wire [15:0] RES;
    always @(posedge clk_emu)
    begin
        if (load_emu)        
        begin
            ABin  <= stimIn[0];
            ABSel <= stimIn[1][0];
        end
        else if (get_emu)    
        begin
            vectOut[0] <= RES[ 7:0];
            vectOut[1] <= RES[15:8];
        end
        else
        begin
            stimIn[Addr_emu] <= Din_emu;     
            Dout_emu <= vectOut[Addr_emu];   
        end
    end
    signed_mult8 u_signed_mult8 (
        .clk(clk_dut),
        .ABin(ABin),
        .ABSel(ABSel),
        .RES(RES));
endmodule
module signed_mult8(ABin, ABSel, RES, clk);
    input                   clk;
    input signed  [ 7:0]    ABin;
    input                   ABSel;
    output signed [15:0]    RES;
    reg  signed [15:0]   RES;
    reg  signed [ 7:0]   A, B;
    wire signed [15:0]   M;
    always @(posedge clk)
    begin
        if (ABSel==1'b0)
            A <= ABin;
        else
            B <= ABin;
        RES <= M;
    end
    signed_multiplier  #(
                            .WIDTHA(8),
                            .WIDTHB(8)
                        )
                        u_signed_multiplier
                        (
                            .A(A),
                            .B(B),
                            .RES(M)
                        );
endmodule
module signed_multiplier #
    (   parameter WIDTHA = 8,
        parameter WIDTHB = 8)
    (   input signed  [WIDTHA-1:0] A,
        input signed  [WIDTHB-1:0] B,
        output signed [WIDTHA+WIDTHB-1:0] RES);
    assign RES = A * B;
endmodule
```
`flow/run.sh`:
```
#!/bin/bash
# OpenROAD 26Q1-2900-gdf79404cd8, Yosys 0.63+post, stock flow scripts
make -C /OpenROAD-flow-scripts/flow DESIGN_CONFIG=/design/flow/config.mk WORK_HOME=/design/flow/orfs finish
```
`flow/config.mk`:
```
export PLATFORM = sky130hd
export DESIGN_NAME = signed_mult8_wrapper
export DESIGN_NICKNAME = signed_mult8_wrapper
export VERILOG_FILES = /design/flow/design.v
export SDC_FILE = /design/flow/constraint.sdc
export NUM_CORES = 4
export LEC_CHECK = 1
export CORE_UTILIZATION = 40
```
`flow/constraint.sdc`:
```
current_design signed_mult8_wrapper

set clk_period 6.3
set clk_io_pct 0.2

create_clock -name clk0 -period $clk_period [get_ports {clk_dut}]
create_clock -name clk1 -period $clk_period [get_ports {clk_emu}]

set non_clock_inputs [all_inputs -no_clocks]
set_input_delay [expr $clk_period * $clk_io_pct] -clock clk0 $non_clock_inputs
set_output_delay [expr $clk_period * $clk_io_pct] -clock clk0 [all_outputs]
```
==> notes.md <==
Reports from this run.

- The flow ran to the end, and the final reports show no timing, DRC or antenna violations.
- The count of max-cap constraint violations reads 0.
- The vias per cell is 4.57.
- The number of warnings in the stage logs reads 28.
- On the critical path, the stage with the largest delay is an instance of sky130_fd_sc_hd__edfxtp_1.
- The net switching power reads 675 µW.
- In this run, synthesis inferred a little under 60 flip-flops with an integrated enable.
- The worst setup path is launched from a flip-flop.
- At the end of routability-driven placement, the weighted congestion stood at 0.818.
- At the pin with the least slew margin, the transition time is 803 ps.
- The remaining routing DRC violations is 0.
- The area growth from synthesis to final layout reads 14.7%.
- Looking at the post-CTS report, the setup buffer insertion count equals 0.
- Counting pins that exceed their max-slew limit in the final report gives 0.
- The wire length per cell after detailed routing is 13.7 µm.
- The final cell utilization of the core is between 40% and 50%.
- The die area is around 12,000 µm².
- The share of total power in sequential cells reads 33.0%.
- The kind of critical path is reg2reg.
- Gates resized during post-CTS repair numbered 0.
- The peak fanout along the critical path reads 8.
- Yosys reports that the most numerous cell types are 83 x sky130_fd_sc_hd__inv_1, 58 x sky130_fd_sc_hd__edfxtp_1, 55 x sky130_fd_sc_hd__fa_1.
- The number of global-route vias before repair was about 2,800.
- The peak supply drop is around 0.00020 V.
- The overall die height is 110 µm.
- The number of antenna violations at the first check in global routing is 0.
- The headroom to the max-slew limit reads 46.3%.
- The final wirelength reads about 7.6 mm.
- The HPWL after detailed placement is 5.76 mm.
- The cell taking the most area after synthesis reads sky130_fd_sc_hd__edfxtp_1.
- The post-synthesis instance area reads 4700 µm².
- The yosys warning tally reads 3.
- The placement report lists the number of port buffers as 19.
- Ranked by total cell area, the synthesized netlist is headed by sky130_fd_sc_hd__edfxtp_1 37%, sky130_fd_sc_hd__fa_1 23%, sky130_fd_sc_hd__ha_1 7.7%, sky130_fd_sc_hd__dfxtp_1 6.8%, sky130_fd_sc_hd__inv_1 6.6%.
- The initial DRC count is 75.
- The timing report gives the biggest stage delay along the critical path as 550 ps.
- After synthesis, flip-flops and latches occupy 43.9% of the total area.
- The power density over the cells reads 372 nW/µm².
- The endpoint kind of the worst setup timing path reads a flip-flop.
- Across every metal layer, demand over resource in global routing totals 16.1%.
- The remaining global-route overflow is 0.
- After clock tree synthesis, the clock-pin slew on the worst setup and hold paths is 60 ps.
- The flip-flop and latch count after synthesis reads 74.
- Clock skew on the completed layout was measured at slightly below 5 ps.
- The area of the core is 11,400 µm².
- According to the floorplan log, the row count is 39.
- The async set or reset register ratio after synthesis is 0%.
- The setup slack on the worst flop-to-flop path reads 1650 ps.
- The number of diodes added for antenna fixing is 0.
- The part of the power in combinational logic reads 41.4%.
- The data arrival time reported for the critical path is around 4800 ps.
- The worst path meets setup with 1650 ps of slack.
- From the final report, the count of setup violators was given as 0.
- The share of the core filled by cells before placement is 41.1%.
- The CTS tree is yes.
- The synthesized netlist handed to floorplanning was reported with a cell count of 375.
- The first global-routing pass estimated 13.5 mm of wire.
- The clock sink total reads approximately 74.
- Setup repair after global routing left no endpoint under its margin.
- The maximum number of pins on one net before global-route repair reads 17.
- The clock network fraction of total power reads 25.6%.
- The overall power of the completed layout is 2.01 mW.
- For this design the top-level I/O count stands at 23.
- The static leakage is 2.28 nW.
- The synthesized netlist contains 29 unique library cells.
- The most used flip-flop cell after synthesis is sky130_fd_sc_hd__edfxtp_1.
- The worst slack at placement is 1630 ps.
- The chip area line in the Yosys stat output reads approximately 4700 µm².
- The fraction of power spent switching nets is 33.7%.
- The post-synthesis area per instance reads 12.5 µm².
- The x dimension of the die is 110 µm.
- The total number of vias reads 2,533.
- The count of TritonRoute iterations in the first routing pass is 4.
- The internal power of the cells reads 1.33 mW.
- The number of hold buffers added after CTS is 0.
- The class of the tightest hold or removal check is reg2reg.
- Per the synthesis report, the single largest cell type by area occupies 37.1% of cell area.
- The sum of negative setup slack is 0 ps.
- The detail route stage leaves a number of antenna-violating nets equal to 0.
- For the worst setup path, the data required time is 6480 ps.
- The number of hold violations in the final report reads 0.
- The post-synthesis cell type with the largest instance count reads sky130_fd_sc_hd__inv_1.
- In the Yosys report the total cell count is 375.
- The fraction of final layout cells sized beyond drive strength 1 is 6.81%.
- The signal on the critical path passes through and2_1, fa_1, inv_1, fa_1, inv_1, fa_1, inv_1, fa_1, inv_1, ha_1, a21o_1, a21oi_2, a21oi_1, o41a_1, xnor2_1.
[state kept, by name, summed over array words and instances (netlist names)]
name                flops
u_signed_mult8.A        8
stimIn                  9
vectOut                16
u_signed_mult8.RES     16
Dout_emu                8
ABSel                   1
ABin                    8
u_signed_mult8.B        8
[cell families (layout without fill, tap and decap cells)]
logic type | count (synthesis) | after routing | share of synthesized area [%]
fa+ha+maj | 84 | 84 | 31.2
buf+inv | 84 | 120 | 6.71
simple gates | 90 | 90 | 10.7
xor+xnor | 14 | 14 | 2.61
mux | 9 | 9 | 2.16
compound gates | 20 | 20 | 2.69
flops | 74 | 74 | 43.9
[path summary, 6_finish.rpt]
kind	startpoint	endpoint	cells after the start
min in group clk0	ABin[5]	u_signed_mult8.B[5]	0
worst max register to register	u_signed_mult8.B[4]	u_signed_mult8.RES[15]	15
worst min-delay path	u_signed_mult8.RES[3]	vectOut[0][3]	0
worst min register to register	u_signed_mult8.RES[3]	vectOut[0][3]	0
max in group clk1	load_emu	stimIn[1][0]	3
worst max-delay path	u_signed_mult8.B[4]	u_signed_mult8.RES[15]	15
[metrics by stage]
stage / hold WS (ps) / cells / instance area, µm²
after floorplan: 386 / 375 / 4700
after global placement: 387 / 538 / 5080
after detailed placement: 389 / 538 / 5080
after CTS: 389 / 554 / 5390
after global routing: 398 / 554 / 5390
final: 393 / 554 / 5390
[layout by cell type (no fill, tap or decap), drive strengths merged, types with 4 or more instances in the layout]
cell type | synthesis | final
edfxtp | 58 | 58
ha | 29 | 29
o21ai | 4 | 4
and2 | 44 | 44
nor2 | 11 | 11
nor2b | 10 | 10
nand2 | 15 | 15
mux2 | 9 | 9
dfxtp | 16 | 16
a21oi | 9 | 9
xnor2 | 12 | 12
clkdlybuf4s50 | 0 | 19
clkbuf | 1 | 11
fa | 55 | 55
inv | 83 | 83
[area by class of cell]
class / instances / area, µm²
flip-flops and latches: 74 / 2060
multi-input cells: 217 / 2320
inverters: 83 / 312
clock buffers: 11 / 254
well taps: 143 / 179
fillers: 1012 / 6030
repair buffers: 21 / 205
clock inverters: 5 / 56.3
[power by group through the flow]
stage	logic [mW]	registers (mW)	clock network [mW]
finish	0.831	0.661	0.514
global route	0.989	0.669	0.553
CTS	0.858	0.662	0.528
[worst max-delay path, delay by kind of cell, from the launching register on]
kind / cells / cell delay, ps
compound gates: 4 / 870
xor+xnor: 1 / 250
fa+ha+maj: 5 / 2420
buf+inv: 4 / 220
flops: 1 / 550
simple gates: 1 / 250
[layer usage]
layer	global-route usage (%)	share of wire, %	vias up
met5	0	0	-
met4	4.14	2.7	0
met3	6.65	8.6	14
met2	21.7	43	64
met1	25.9	46	1209
li1	-	-	1246
Power is estimated from default activity; no workload was simulated.
